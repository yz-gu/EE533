### design/flow/design.v
`timescale 1ns / 1ps
module ACC (
    input [63:0] in_data,
    input clk,
    input rst,
    input ce,
    output [14:0] xor_out_combined,
    output [14:0] sl_xor_out_combined
);
    wire [7:0] xor_out;
    assign xor_out[0] = ^in_data[7:0];
    assign xor_out[1] = ^in_data[15:8];
    assign xor_out[2] = ^in_data[23:16];
    assign xor_out[3] = ^in_data[31:24];    
    assign xor_out[4] = ^in_data[39:32];
    assign xor_out[5] = ^in_data[47:40];
    assign xor_out[6] = ^in_data[55:48];
    assign xor_out[7] = ^in_data[63:56];
    reg [6:0] xor_out_last;
    always @(posedge clk or posedge rst) begin
        if(rst)
            xor_out_last <= 7'b0;
        else if (!ce)
            xor_out_last <= xor_out_last;
        else
            xor_out_last <= xor_out[6:0];
    end
    assign xor_out_combined = {xor_out_last, xor_out};
    wire [7:0] sl_xor_out;
    assign sl_xor_out[0] = ^(in_data[7:0]<<4);
    assign sl_xor_out[1] = ^(in_data[15:8]<<4);
    assign sl_xor_out[2] = ^(in_data[23:16]<<4);
    assign sl_xor_out[3] = ^(in_data[31:24]<<4);    
    assign sl_xor_out[4] = ^(in_data[39:32]<<4);
    assign sl_xor_out[5] = ^(in_data[47:40]<<4);
    assign sl_xor_out[6] = ^(in_data[55:48]<<4);
    assign sl_xor_out[7] = ^(in_data[63:56]<<4);
    reg [6:0] sl_xor_out_last;
    always @(posedge clk or posedge rst) begin
        if(rst)
            sl_xor_out_last <= 7'b0;
        else if (!ce)
            sl_xor_out_last <= sl_xor_out_last;
        else
            sl_xor_out_last <= sl_xor_out[6:0];
    end
    assign sl_xor_out_combined = {sl_xor_out_last, sl_xor_out};
endmodule
module Bloom_Filter (
    input [63:0] in_data,
    input clk,
    input en,
    input ce,
    input rst,
    input [7:0] pattern,
    input [7:0] mask,
    output reg [7:0] match,
    output reg [7:0] sl_match
);
    wire [14:0] xor_out, sl_xor_out;
    ACC dut(
        .in_data(in_data),
        .clk(clk),
        .rst(rst),
        .ce(ce),
        .xor_out_combined(xor_out),
        .sl_xor_out_combined(sl_xor_out)
    );
    reg [255:0] fm;
    always @(posedge clk) begin
        if (rst)
            fm <= 256'b0;
        else if (pattern!=8'b0)
            fm[pattern] <= 1'b1;
    end
    always @(posedge clk) begin
        if (rst) begin
            match <= 8'b0;
            sl_match <= 8'b0;
        end
        else if (en) begin
            match[0] <= fm[xor_out[7:0]&mask];
            match[1] <= fm[xor_out[8:1]&mask];
            match[2] <= fm[xor_out[9:2]&mask];
            match[3] <= fm[xor_out[10:3]&mask];
            match[4] <= fm[xor_out[11:4]&mask];
            match[5] <= fm[xor_out[12:5]&mask];
            match[6] <= fm[xor_out[13:6]&mask];
            match[7] <= fm[xor_out[14:7]&mask];
            sl_match[0] <= fm[sl_xor_out[7:0]&mask];
            sl_match[1] <= fm[sl_xor_out[8:1]&mask];
            sl_match[2] <= fm[sl_xor_out[9:2]&mask];
            sl_match[3] <= fm[sl_xor_out[10:3]&mask];
            sl_match[4] <= fm[sl_xor_out[11:4]&mask];
            sl_match[5] <= fm[sl_xor_out[12:5]&mask];
            sl_match[6] <= fm[sl_xor_out[13:6]&mask];
            sl_match[7] <= fm[sl_xor_out[14:7]&mask];
        end
        else begin
            match <= 8'b0;
            sl_match <= 8'b0;
        end
    end
endmodule
### design/flow/run.sh
#!/bin/bash
# OpenROAD 26Q1-2900-gdf79404cd8, Yosys 0.63+post, stock flow scripts
make -C /OpenROAD-flow-scripts/flow DESIGN_CONFIG=/design/flow/config.mk WORK_HOME=/design/flow/orfs finish
### design/flow/config.mk
export PLATFORM = sky130hd
export DESIGN_NAME = Bloom_Filter
export DESIGN_NICKNAME = Bloom_Filter
export VERILOG_FILES = /design/flow/design.v
export SDC_FILE = /design/flow/constraint.sdc
export NUM_CORES = 4
export LEC_CHECK = 1
export CORE_UTILIZATION = 30
### design/flow/constraint.sdc
current_design Bloom_Filter

set clk_period 6.2
set clk_io_pct 0.2

create_clock -name clk0 -period $clk_period [get_ports {clk}]

set non_clock_inputs [all_inputs -no_clocks]
set_input_delay [expr $clk_period * $clk_io_pct] -clock clk0 $non_clock_inputs
set_output_delay [expr $clk_period * $clk_io_pct] -clock clk0 [all_outputs]
==> run notes <==
Figures from the flow reports.

Synthesis:
- The run gives the number of standard cells reported by yosys as 5705.
- The run puts the tally of unique sky130hd cells used after synthesis at 74.
- The run gives the predominant post-synthesis flop cell as sky130_fd_sc_hd__dfxtp_1.
- The commonest cells after synthesis are 1099 x sky130_fd_sc_hd__nand2_1, 614 x sky130_fd_sc_hd__a21oi_1, 582 x sky130_fd_sc_hd__mux4_2.
- The run gives the chip area line of the yosys report as ~46000 um^2.
- After synthesis the netlist holds a flip-flop and latch count of approximately 290.
- The run gives the proportion of synthesized chip area in sequential cells as 0.126.
- In the synthesized netlist, the number of instances is around 5700.
- The run puts the share of the synthesized area in the top cell type at 0.285.
- The run gives the average size of a mapped cell as roughly 8.1 um^2.
- Sorting the synthesis cell report by count puts at the top sky130_fd_sc_hd__nand2_1.
- sky130_fd_sc_hd__mux4_2 takes more of the synthesized area than any other cell.
- In the post-synthesis netlist, the biggest area contributors are sky130_fd_sc_hd__mux4_2 29%, sky130_fd_sc_hd__dfxtp_1 12%, sky130_fd_sc_hd__mux2i_1 9.8%.
- The run puts the cell area after synthesis at 46000 um^2.
- In the synthesized netlist the async set-or-reset flop fraction comes to 0.0490.
- The warning tally printed by Yosys for this design is 2.
- The run puts the number of flops mapped to enable cells by yosys at 0.

Run:
- In this run the maximum-capacitance check reported violations numbering 0.
- OpenROAD emitted warnings numbering 28.

Power and ir drop:
- Summing internal, switching and leakage power gives between 10 and 15 mW.
- Per the summary, power density relative to cell area is around 250 nW/um^2.
- The run gives the leakage power figure as 18.5 nW.
- VDD sags by at most about 210 uV.

Clock network:
- The run puts the number of setup buffers added after CTS at 0.
- The run gives the depth of the CTS H-tree as 2.
- The run puts the number of buffers on the longest clock path at 3.
- TritonCTS built the clock tree.
- The run gives the clock sink count as 286.
- The run gives the later-pin clock latency in the skew report as roughly 700 ps.
- Per the TritonCTS log, the buffer count is approximately 40.
- The run gives the post-cts resize count as 0.
- The run gives the hold buffer count at CTS as 0.
- The run gives the register clock-pin slew on the reported worst setup and hold paths as about 80 ps.
- In this run the clock root is driven by a sky130_fd_sc_hd__clkbuf_16.

Floorplanning:
- The run puts the I/O pin total at ~100.
- The run gives the total die size as between 150000 and 200000 um^2.
- The floorplan has around 140 rows.
- The run gives the width of the die as between 300 and 400 um.
- The run puts the core utilization before placement at 0.302.
- After floorplanning, the core was sized to cover 152000 um^2.
- The run puts the floorplan die height at roughly 390 um.

Final timing:
- The run gives the maximum clock skew at final layout as ~53 ps.
- The worst path meets setup with 324 ps of slack.
- Across all checked pins, the minimum headroom to the slew limit is 0.0605.
- The run puts the setup-violating endpoint count in the final report at 0.
- The run gives the period utilization as 0.948.
- The run puts the final period demand of the worst path at 5880 ps.
- The run gives the actual slew at the worst max-slew pin as around 1400 ps.
- The run gives the fmax as between 150 and 200 MHz.
- Max-slew check failures listed in the final report amount to 0.
- The run puts the final tally of hold violations at 0.
- Setup repair after global routing left no endpoint under its margin.
- Summed over all failing endpoints, the final setup total negative slack is 0 ps.
- The run puts the worst hold slack at 469 ps.

Routing:
- The run gives the routed via count as 56529.
- The run gives the average wire per cell in the routed design as between 40 and 50 um.
- The run gives the remaining antenna violation count as 0.
- The script parses the final routing iteration and logs DRC violations as 0.
- The run puts the post-detailed-routing wire length at 378000 um.
- The run puts the mean number of vias per cell at around 7.
- The detailed router finished its first iteration with between 7000 and 8000 violations.
- The run puts the iteration tally of the first detailed-router pass at 6.

Place:
- The run puts the half-perimeter wire length of the detailed placement result at between 200000 and 300000 um.
- The run gives the placement-stage cell area as approximately 53000 um^2.
- The detailed placer reported the number of placed instances as slightly below 8000.
- In this run the tool buffered the top-level ports with between 90 and 100 buffer cells.
- The run puts the final RePlAce weighted congestion at roughly 1.1.
- The run puts the worst setup timing slack at the placement stage at about 160 ps.

GRT:
- The run gives the number of global-route vias before repair as between 50000 and 60000.
- For this run, the total global-route usage over all layers was measured as 0.493.
- The run puts the global-route wire length before repair at about 500000 um.
- The run puts the largest net degree at the start of global routing at about 69.
- The run gives the number of antenna violations at the first check in global routing as 53.
- The run puts the aggregate global routing overflow at 0.

Finish:
- The run gives the tally of non-filler cells in the final layout as about 7900.
- The run gives the final design utilization as 0.358.
- Per the final layout report, the fraction of cells sized above drive strength 1 comes to 0.275.
- The run gives the final cell area excluding filler cells as approximately 54000 um^2.
- From synthesis to final layout, the design area changed by 18.5%.
- The run puts the total area of sequential cells at slightly below 6000 um^2.
- Per the layout area report, the combinational gate area comes to approximately 37000 um^2.
- The run puts the count of filler cells inserted in the layout at around 15000.

Worst setup path:
- The run gives the arrival time of the worst setup path as ~6400 ps.
- The run puts the worst reg2reg path depth at 12.
- At the worst endpoint, the required time is about 6700 ps.
- The run gives the class of the most critical setup path as in -> reg.
- STA classifies the critical path startpoint as a primary input.
- The run gives the biggest fanout along the worst timing path as ~56.
- STA classifies the critical path endpoint as a register.

Outcome:
- The flow ran to the end, and the final reports show no timing, DRC or antenna violations.

Hold path:
- The run gives the worst hold-check path type as reg -> reg.
- The report gives the cell count of the worst hold path as 2.
==> placed cells by master (no fill, tap or decap), types with 42 or more instances in the layout <==
| cell type | instances |
|---|---|
| sky130_fd_sc_hd__a31oi_1 | 73 |
| sky130_fd_sc_hd__o22ai_1 | 194 |
| sky130_fd_sc_hd__nand2_1 | 1071 |
| sky130_fd_sc_hd__clkdlybuf4s50_1 | 93 |
| sky130_fd_sc_hd__nor2b_1 | 58 |
| sky130_fd_sc_hd__a32oi_1 | 53 |
| sky130_fd_sc_hd__mux2_2 | 97 |
| sky130_fd_sc_hd__and3_1 | 69 |
| sky130_fd_sc_hd__clkbuf_16 | 44 |
| sky130_fd_sc_hd__buf_12 | 60 |
| sky130_fd_sc_hd__nor4_1 | 150 |
| sky130_fd_sc_hd__and2_1 | 42 |
| sky130_fd_sc_hd__o21ai_0 | 67 |
| sky130_fd_sc_hd__dfxtp_1 | 272 |
| sky130_fd_sc_hd__mux4_2 | 582 |
| sky130_fd_sc_hd__buf_4 | 693 |
| sky130_fd_sc_hd__nor2_1 | 367 |
| sky130_fd_sc_hd__mux2i_1 | 451 |
| sky130_fd_sc_hd__nand3_1 | 192 |
| sky130_fd_sc_hd__a21oi_1 | 611 |
| sky130_fd_sc_hd__a211oi_1 | 194 |
==> metal layers <==
layer | vias to the layer above | wire length, um | global-route usage
li1 | 21832 | - | -
met1 | 27698 | 128000 | 0.570
met2 | 5438 | 144000 | 0.627
met3 | 1509 | 67900 | 0.348
met4 | 52 | 36300 | 0.353
met5 | - | 1090 | 0.0416
==> worst max-delay path, cell delays in order <==
cell and delay, ps:
sky130_fd_sc_hd__clkdlybuf4s50_1 420, sky130_fd_sc_hd__xor2_1 200, sky130_fd_sc_hd__xnor2_2 620, sky130_fd_sc_hd__buf_4 300
sky130_fd_sc_hd__xor2_1 90, sky130_fd_sc_hd__buf_4 220, sky130_fd_sc_hd__nor2_4 150, sky130_fd_sc_hd__buf_12 330
sky130_fd_sc_hd__mux2i_1 240, sky130_fd_sc_hd__o22ai_1 110, sky130_fd_sc_hd__nor4_1 1130, sky130_fd_sc_hd__buf_4 270
sky130_fd_sc_hd__nor4_1 50, sky130_fd_sc_hd__mux4_2 590, sky130_fd_sc_hd__o21ai_0 250, sky130_fd_sc_hd__a21oi_1 60
==> cell families (layout without fill, tap and decap cells) <==
kind of cell / after synthesis / in the layout / synth area share
xor+xnor: 67 / 67 / 0.0163
flops: 286 / 286 / 0.126
buf+inv: 792 / 935 / 0.0726
fa+ha+maj: 4 / 4 / 0.00109
compound gates: 1334 / 1334 / 0.177
other cells: 0 / 31 / 0
simple gates: 2092 / 2092 / 0.200
mux: 1130 / 1130 / 0.407
==> flip-flops by register name (all words and copies together), names as in the netlist <==
name                 cells
dut.sl_xor_out_last      7
sl_match                 8
fm                     256
match                    8
dut.xor_out_last         7
==> path summary, 6_finish.rpt <==
path / slack (ps) / to / from
max in group asynchronous: 4370 / dut.sl_xor_out_last[6] / rst
max: 320 / match[5] / in_data[43]
min in group asynchronous: 1100 / dut.xor_out_last[3] / rst
max reg2reg: 2130 / sl_match[7] / dut.sl_xor_out_last[0]
min reg2reg: 470 / fm[89] / fm[89]
min: 470 / fm[89] / fm[89]
==> area by class of cell <==
cell class,instances,area share
repair buffers,851,0.135
clock inverters,22,0.00482
clock buffers,54,0.0216
diodes,31,0.00142
flip-flops and latches,286,0.106
multi-input cells,4627,0.683
well taps,2030,0.0466
inverters,8,0.000551
==> power breakdown <==
part	total [mW]	switching, mW	internal, mW
clock network	2.68	1.15	1.52
logic	9.10	6.52	2.58
registers	1.97	0.0790	1.89
Power figures rest on the tool's default switching activity, not on a simulated workload.
