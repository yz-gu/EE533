===== flow/config.mk =====
export PLATFORM = sky130hd
export DESIGN_NAME = detect7B
export DESIGN_NICKNAME = detect7B
export VERILOG_FILES = /design/flow/design.v
export SDC_FILE = /design/flow/constraint.sdc
export NUM_CORES = 4
export LEC_CHECK = 1
export CORE_UTILIZATION = 30

===== flow/constraint.sdc =====
current_design detect7B

set clk_period 3.1
set clk_io_pct 0.2

create_clock -name clk0 -period $clk_period [get_ports {clk}]

set non_clock_inputs [all_inputs -no_clocks]
set_input_delay [expr $clk_period * $clk_io_pct] -clock clk0 $non_clock_inputs
set_output_delay [expr $clk_period * $clk_io_pct] -clock clk0 [all_outputs]

===== flow/design.v =====
`timescale 1ns / 1ps
module detect7B(
    input ce, 
    input clk,
    input [63:0] hwregA,
    input [63:0] hwregB,
    input match_en,
    input mrst, 
    input [63:0] pipe1, 
    output match
);
    wire XLXN_11, XLXN_12;
    wire [119:0] XLXN_16;
    reg  [55:0] pipe0;
    always @(posedge clk or posedge mrst) begin
        if(mrst)
            pipe0 <= 56'b0;
        else if (!ce)
            pipe0 <= pipe0;
        else
            pipe0 <= pipe1[55:0];
    end
    assign XLXN_16 = {pipe0, pipe1};
    wordmatch XLXI_7 (.pattern(hwregA), 
                        .datain(XLXN_16), 
                        .match(XLXN_11));
    wordmatch XLXI_71 (.pattern(hwregB), 
                        .datain(XLXN_16), 
                        .match(XLXN_12));
    assign match = (XLXN_11|XLXN_12) & match_en & ~mrst;
endmodule
module wordmatch(input [63:0] pattern, 
                 input [119:0] datain,  
                 output match);
    wire XLXN_24;
    wire XLXN_25;
    wire XLXN_26;
    wire XLXN_27;
    wire XLXN_28;
    wire XLXN_29;
    wire XLXN_30;
    wire XLXN_31;
    comparator XLXI_1 (.a(pattern),  
                        .b(datain[63:0]), 
                        .match(XLXN_31));
    comparator XLXI_2 (.a(pattern),  
                        .b(datain[71:8]), 
                        .match(XLXN_30));
    comparator XLXI_3 (.a(pattern),  
                        .b(datain[79:16]), 
                        .match(XLXN_29));
    comparator XLXI_4 (.a(pattern),  
                        .b(datain[87:24]), 
                        .match(XLXN_28));
    comparator XLXI_5 (.a(pattern),  
                        .b(datain[95:32]), 
                        .match(XLXN_27));
    comparator XLXI_6 (.a(pattern),  
                        .b(datain[103:40]), 
                        .match(XLXN_26));
    comparator XLXI_7 (.a(pattern),  
                        .b(datain[111:48]), 
                        .match(XLXN_25));
    comparator XLXI_8 (.a(pattern),  
                        .b(datain[119:56]), 
                        .match(XLXN_24));
    assign match = XLXN_24 || XLXN_25 || XLXN_26 || XLXN_27 || XLXN_28 || XLXN_29 || XLXN_30 || XLXN_31;
endmodule
module comparator (
    input [63:0] a,
    input [63:0] b,
    output match
);
    assign match = a==b;
endmodule

===== flow/run.sh =====
#!/bin/bash
# OpenROAD 26Q1-2900-gdf79404cd8, Yosys 0.63+post, stock flow scripts
make -C /OpenROAD-flow-scripts/flow DESIGN_CONFIG=/design/flow/config.mk WORK_HOME=/design/flow/orfs finish

==> impl_metrics.toml <==
# implementation run metrics
[cts]
clockBufferDepth = 2
root_buffer = "clkbuf_16"
cts_hold_buf = 0
cts_tree = "yes"
clk_latency_ns = 0.34
cts.clk_slew.worst_paths_ns = 0.08
clock-sinks = 56
cts-htree-levels = 2
numCtsBuffers = 5

[synthesis]
ys_types = 17
syn_area_per_cell_um2 = 8.56
top_cells_by_area = "xor2_1 60%, nor4_1 11%, dfrtp_1 9.3%"
ys_area_um2 = 15000
edf_count = 0
ys_cells = 1757
flop_cell = "dfrtp_1"
ys_ff = 56
yosysTopAreaCell = "xor2_1"
synthesis.area_um2 = 15000
top_area_share_pct = 59.7
yosys_warnings = 1
syn_inst = 1757
synthArstFlopShare_pct = 100
ys_seq_share_pct = 9.32

[power_and_ir_drop]
power_frac_comb_pct = 75.3
powerDensity_nw_per_um2 = 254
swShare_pct = 49.3
ir_worst_vdd_v = 0.000265
p_clk_share_pct = 10.8
p_switching_w = 0.00325
total_power_w = 0.00660
p_seq_share_pct = 13.8
leakagePower_nw = 11.8
intPower_w = 0.00335

[global_route]
grt_use_total_pct = 46.4
grt_overflow = 0
antenna_found_initial = 2
grt_pass1_vias = 17200
grt_max_degree = 38
grt_first_pass_wirelength_um = 153000

[detailed_routing]
vias = 17700
viasPerCell = 5.60
wl_um = 116000
avgRoutedWirePerCell_um = 36.8
drc_errors = 0
drtPass1Iterations = 7
postRouteAntennaNets = 0
first_iter_violations = 1876

[cells_and_area]
area_growth_pct = 72.9
most-common-layout-cells = "976 x xor2_1, 546 x buf_4, 147 x nor4_1"
finalInstanceArea_um2 = 26000
fin_cells = 3163
reg_top3 = "pipe0: 56 flops"
n_fill_cell = 4410
mostFrequentLayoutCell = "xor2_1"
drive_above_1_share_pct = 44.8
largest_register_ff_count = 56
top_register = "pipe0"

[critical_path]
crit_path_start_kind = "input pin"
crit_path_end = "match"
cp.arrival_ns = 2.99
endpoint_kind = "output pin"
worstSetupPathType = "input pin to output pin"
r2r_cells = 3
cp_max_fo = 5
critPathLaunch = "hwregA[4]"
rr_endpoint = "pipe0[12]"
r2r_slack_ns = 1.89
rr_startpoint = "pipe0[12]"
crit_slowest_cell = "nor4_2"
crit_required_ns = 2.48
path_cells = "dlygate4sd2_1 > buf_4 > buf_6 > xor2_1 > nor4_2 > nand4_1 > nor4_4 > nor4_2 > nand4_1 > and3_1 > buf_2"
critPathMaxStageDelay_ns = 0.44

[placement]
dp_hpwl_um = 91700
io_buffers = 196
dp_cells = 3004
placed_area_um2 = 22300
pre_cts_slack_ns = -1.83
place.gp.congestion = 1.15

[sta]
rsz0062_at_grt = "true"
hold_violations = 0
max_freq_ghz = 0.277
report.final.slew_viol_count = 0
period_used_pct = 116
min_period_ns = 3.61
fin_skew_ns = 0
setup_slack_ns = -0.507
setup_viol = 1
worst_slew_pin_slew_ns = 0.857
hold_slack_ns = 0.576
maxSlewHeadroom_pct = 42.9

[floorplan]
fp_util_pct = 30.6
dieArea_um2 = 51000
rows = 81
die_y_um = 226
io_pins = 197
coreArea_um2 = 49200
die.size.x_um = 226

[flow_run]
warnings = 27
maxCapViolCount = 0

[run_status]
status = "finished with violations"
violations = "negative setup slack"

[worst_hold_path]
hp-class = "flip-flop to flip-flop"
-- cell type report --
cell class              instances  area (um2)  area share [%]
well taps                     664         831            3.20
inverters                       1        3.75          0.0144
clock inverters                 1        30.0           0.116
clock buffers                   5         125           0.481
diodes                          2        5.00          0.0193
repair buffers               1012       10100            39.0
flip-flops and latches         56        1410            5.43
multi-input cells            1422       13400            51.7
-- worst min path at each step --
stage              from        end  slack, ns  depth (start not counted)
CTS            pipe0[7]   pipe0[7]       0.58                          1
global route  pipe0[15]  pipe0[15]       0.60                          1
finish         pipe0[7]   pipe0[7]       0.58                          1
-- power by group through the flow --
stage	combinational [W]	clock, W	sequential, W
CTS	0.00460	0.000724	0.000912
finish	0.00497	0.000716	0.000913
global route	0.00505	0.000739	0.000915
-- per-stage QoR --
stage / TNS [ns] / utilization [%]
CTS: -0.425 / 51.1
global placement: -1.92 / 45.4
finish: -0.507 / 52.9
floorplan: 0 / -
global route: -0.525 / 52.9
detailed placement: -1.83 / 45.4
-- what timing repair did --
item / 4_1_cts / 5_1_grt
setup buffers: 113 / 51
setup endpoints to repair: 1 / 1
gates resized: 606 / 167
pin swaps: 156 / 86
cloned: 5 / 0
-- kinds of logic (layout without fill, tap and decap cells) --
| group | Yosys count | count (layout) | synth area share [%] |
|---|---|---|---|
| other cells | 0 | 2 | 0 |
| mux | 56 | 56 | 4.19 |
| buf+inv | 279 | 1019 | 12.1 |
| xor+xnor | 1024 | 1024 | 59.7 |
| simple gates | 342 | 342 | 14.7 |
| flops | 56 | 56 | 9.32 |
-- critical path, delay by kind of cell --
kind / cells / cell delay (ns)
xor gates and xnor gates: 1 / 0.15
buffers and inverters: 4 / 0.69
and+or+nand+nor: 6 / 1.50
-- Yosys cell counts, types with 3 or more instances --
cell and n:
nand4_1 61, buf_4 9, buf_6 64, mux2_2 56
nor4_2 7, clkbuf_2 16, nand4_2 4, dfrtp_1 56
buf_1 3, xor2_1 1024, buf_2 159, clkbuf_1 24
nor4_1 269
-- layer usage --
metal / routed length (um) / part of all wire [%] / GRT usage, %
met1: 45000 / 39 / 60.2
met5: 119 / 0.10 / 1.76
met2: 46400 / 40 / 63.8
met4: 9090 / 7.8 / 27.0
met3: 15800 / 14 / 19.5
Power and IR drop assume default switching activity.
