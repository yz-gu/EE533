`/design/flow/config.mk`:
```
export PLATFORM = sky130hd
export DESIGN_NAME = ALU
export DESIGN_NICKNAME = ALU
export VERILOG_FILES = /design/flow/design.v
export SDC_FILE = /design/flow/constraint.sdc
export NUM_CORES = 4
export LEC_CHECK = 1
export CORE_UTILIZATION = 50
```
`/design/flow/constraint.sdc`:
```
current_design ALU

set clk_period 27.8
set clk_io_pct 0.2

create_clock -name clk0 -period $clk_period

set non_clock_inputs [all_inputs -no_clocks]
set_input_delay [expr $clk_period * $clk_io_pct] -clock clk0 $non_clock_inputs
set_output_delay [expr $clk_period * $clk_io_pct] -clock clk0 [all_outputs]
```
`/design/flow/design.v`:
```
`timescale 1ns/1ps
module ALU (
    input [63:0] A,
    input [63:0] B,
    input [3:0] aluctrl,
    output reg [63:0] result,
    output equal,
    output less,
    output less_signed
);
    always @(*) begin
        case (aluctrl)
            4'b0000: result = A + B;
            4'b1000: result = A - B;
            4'b0110: result = A | B;
            4'b0111: result = A & B;
            4'b0100: result = A ^ B;
            4'b1100: result = A ~^ B;
            4'b0001: result = A << B;
            4'b1011: result = A >> B;
            4'b1101: result = A >>> B;
            default: result  = 64'b0;
        endcase
    end
    assign equal = A == B;
    assign less = A < B;
    assign less_signed = $signed(A) < $signed(B);
endmodule
```
`/design/flow/run.sh`:
```
#!/bin/bash
# OpenROAD 26Q1-2900-gdf79404cd8, Yosys 0.63+post, stock flow scripts
make -C /OpenROAD-flow-scripts/flow DESIGN_CONFIG=/design/flow/config.mk WORK_HOME=/design/flow/orfs finish
```
==> Slide: Implementation Results <==
Synthesis and Place & Route Summary

Outcome
  • Outcome: finished, final reports clean

Global route
  • Largest net degree at the start of global routing: 122
  • Number of global-route vias before repair: 22950
  • Grt met3 use: 31.72%
  • Met1 Usage GRT: 72.73%
  • Met2 global-route usage: 73.05%
  • GRT overflow: 0
  • Top Usage Layer GRT: met2
  • Initial antenna violation count: 6
  • Global-route wire length before repair: 157300 µm
  • GRT Util Overall: 55.85%

Worst setup path
  • Critical setup path kind: input pin to output pin
  • Arr. time, crit path: 11610 ps
  • Crit path max fanout: 46
  • Crit. End Element: output pin
  • CP bufs+invs: 3
  • Slowest stage delay, CP: 880 ps
  • Startpoint Class: input pin
  • Worst path slowest cell: o311ai_0
  • Req. time, crit path: 22240 ps
  • Delay-heaviest family, CP: AND-OR/OR-AND gates
  • Worst-path cell chain: buf_2 -> clkinv_2 -> ha_1 -> nor3_1 -> nor2b_1 -> o311ai_0 -> and3_1 -> nor4_1 -> or3_1 -> o221ai_1 -> a21oi_1 -> a41oi_1 -> xor2_1 -> a221o_1 -> clkdlybuf4s50_1

Floorplan
  • Chip area: 0.03989 mm²
  • Die W: 199.7 µm
  • Num ports: 199
  • Row count: 72
  • Die Y: 199.7 µm
  • Core Region: 0.03865 mm²
  • Floorplan utilization: 50.58%

Synth
  • Yosys simple share: 23.13%
  • XORs/XNORs by Area: 2.151%
  • Top non-seq family: AND-OR/OR-AND gates
  • Main area contributors: ha_1 (12%), mux4_2 (9.7%), nor2_1 (7.6%)
  • Adder Share, Synth: 12.49%
  • Mux share: 16.21%
  • Chip Area, Yosys: 0.01955 mm²
  • Synthesized area per cell: 6.562 µm²
  • Unique cell types: 93
  • Synth area leader: ha_1
  • Area leader share: 12.29%
  • Post-Syn Area: 0.01955 mm²
  • Synthesis warning total: 1
  • Syn Inst Count: 2979
  • # Cells Yosys: 2979
  • Compound-cell area share of the yosys netlist: 36.71%
  • Post-synth seq share: 0%

CTS
  • Setup bufs post-CTS: 0
  • # hold bufs at CTS: 0
  • PostCTS Resize Cnt: 0

Final timing
  • Final-report hold violation count: 0
  • Worst-Margin Slew: 1050 ps
  • # setup viols final: 0
  • Post-layout period usage of the worst path: 61.78%
  • Crit path time final: 17170 ps
  • Post-route setup TNS: 0 ps
  • Fmax: 58.23 MHz
  • Max Slew Vio Count: 0
  • RSZ-0062 raised after global routing: false
  • Slew margin rel.: 28.17%

Detailed routing
  • ANT nets after route: 0
  • Pre-Repair DR Iteration Count: 12
  • Via count: 25780
  • DR iter-0 viols: 4166
  • Via density: 7.319
  • DRC Markers: 0
  • Final Routed Wirelength: 111500 µm
  • Routed length per placed instance: 31.64 µm

Cells and area
  • FF+latch area: 0 µm²
  • Seq cells: 0
  • Most frequent logic cell in the layout: nor2_1
  • Most instantiated logic cells after routing: nor2_1 (391), a21oi_1 (295), o21ai_0 (269)
  • Clkbuf count: 0
  • Layout cells sized above 1: 7.659%
  • P&R area growth vs syn: 10.98%
  • Final Cell Area: 0.02170 mm²

Power
  • Switch Pwr: 0.2930 mW
  • Power Dens Cells: 21.60 mW/mm²
  • Maximum vdd ir drop: 0.01217 mV
  • Sw Ratio: 62.53%
  • LEAKAGE: 8.749 nW
  • Internal power: 0.1756 mW

Run
  • Maxcap violations: 0
  • Tool Warnings: 164

Placed design
  • Gpl congestion: 1.204
  • Final HPWL DP: 88020 µm
  • Port-buffer cells: 199
  • Area post-placement: 0.02169 mm²

Min path
  • Worst Hold Class: input pin to output pin
[cells in the mapped netlist, types with 36 or more instances]
cell,n
o21bai_1,49
nor4_1,41
and2_1,42
inv_1,201
nand2b_1,36
nor2_1,394
a21o_1,46
ha_1,192
nand3_1,39
o211ai_1,58
clkbuf_1,164
o21ai_0,269
nor3_1,88
a221oi_1,36
nand2_1,214
a21oi_1,295
mux2i_1,104
buf_2,40
mux4_2,84
[power groups by stage]
stage | Combinational, mW | Sequential [mW] | Clock (mW)
5_1_grt | 0.491 | 0 | 0
4_1_cts | 0.445 | 0 | 0
[layer usage]
metal / vias up / routed length (µm) / part of all wire [%]
met5: - / 300 / 0.27
met4: 15 / 7517 / 6.7
met3: 487 / 20550 / 18
met2: 2291 / 41840 / 38
met1: 11880 / 41270 / 37
li1: 11110 / - / -
[logic make-up (layout without fill, tap and decap cells)]
logic type | count (synthesis) | after routing
mux | 209 | 209
simple gates | 980 | 980
fa+ha+maj | 194 | 194
other cells | 0 | 2
compound gates | 1096 | 1096
buf+inv | 452 | 476
xor+xnor | 48 | 48
[through the flow]
| stage | power (mW) | utilization (%) | hold WS [ps] | setup WS (ps) | cells |
|---|---|---|---|---|---|
| finish | 0.4686 | 56.14 | 12270 | 10630 | 3523 |
| global route | 0.4910 | 56.13 | 12300 | 10400 | 3521 |
| CTS | 0.4450 | 56.13 | 12240 | 10860 | 3521 |
| detailed placement | 0.4420 | 56.13 | 12230 | 10910 | 3521 |
| global placement | 0.4418 | 56.13 | 12220 | 10920 | 3521 |
| floorplan | 0.2755 | - | 11320 | 12500 | 2979 |
[final timing paths]
| path | start | end | slack [ps] | cells past startpoint |
|---|---|---|---|---|
| max | B[3] | result[61] | 10630 | 15 |
| min | aluctrl[2] | result[13] | 12270 | 5 |
[area by class of cell]
| cell class | instances | area (µm²) |
|---|---|---|
| Antenna cell | 2 | 5.005 |
| Fill cell | 3770 | 16950 |
| Inverter | 207 | 782.0 |
| Multi-Input combinational cell | 2527 | 17750 |
| Tap cell | 518 | 648.1 |
| Timing Repair Buffer | 269 | 2506 |
[worst min-delay path, cell delays in order]
cell and delay (ps):
buf_2 100, buf_4 320, a31oi_1 200, o21ai_0 100
clkdlybuf4s50_1 410
Power and IR drop assume default switching activity.
